==> flow/design.v <==
module counter(clk,reset, pc_en,count);
input clk;
input reset;
input pc_en;
output [31:0] count;
wire clk;
wire reset;
wire pc_en;
reg [31:0] count;
always@(posedge clk)
	begin
		if(reset == 1'b1)
			begin
				count <= 0;
			end
		else if(pc_en == 1'b0)
			begin
				count <= count + 1;
			end
	end
endmodule
==> flow/run.sh <==
#!/bin/bash
# OpenROAD 26Q1-2900-gdf79404cd8, Yosys 0.63+post, stock flow scripts
make -C /OpenROAD-flow-scripts/flow DESIGN_CONFIG=/design/flow/config.mk WORK_HOME=/design/flow/orfs finish
==> flow/config.mk <==
export PLATFORM = sky130hd
export DESIGN_NAME = counter
export DESIGN_NICKNAME = counter
export VERILOG_FILES = /design/flow/design.v
export SDC_FILE = /design/flow/constraint.sdc
export NUM_CORES = 4
export LEC_CHECK = 1
export CORE_UTILIZATION = 30
export SYNTH_HDL_FRONTEND = slang
==> flow/constraint.sdc <==
current_design counter

set clk_period 5.6
set clk_io_pct 0.2

create_clock -name clk0 -period $clk_period [get_ports {clk}]

set non_clock_inputs [all_inputs -no_clocks]
set_input_delay [expr $clk_period * $clk_io_pct] -clock clk0 $non_clock_inputs
set_output_delay [expr $clk_period * $clk_io_pct] -clock clk0 [all_outputs]
==> qor.txt <==
Sum Neg Setup Slack: 0 ns
TritonCTS clock tree: done
Leak Pwr: 0.653 nW
Post-placement worst setup slack: 2.13 ns
Setup slack of the worst register-to-register path: 3.39 ns
Wire length after detailed routing: 3.43 mm
Worst setup path category: input pin to register
Residual DRC: 0
Power Total: 0.000424 W
Number of standard cells reported by yosys: 180
Mean cell area of the mapped netlist: 8.69 sq um
Number of flip-flops and latches in the synthesized netlist: 32
Setup skew after layout: 0.00314 ns
Reg-to-reg endpoint: count[29]
Post-DRT Antenna Nets: 0
Number of CTS-inserted buffers: 5
Hold EP: count[31]
Number of setup violations in the final report: 0
Kind of end point of the critical path: register
Starting utilization of the core area: 32.1%
Critical path, cell by cell: clkdlybuf4s50_1 -> nand4b_2 -> or4_1 -> or4_1 -> a21oi_1
Outcome: finished, final reports clean
Total number of vias: 1,433
DR vias/cell: 5.10
Power per cell area: 208 mW/mm^2
Register name with the most flops: count
Highest fanout seen on the critical path: 17
CP required: 5.81 ns
Startpoint types: input pin
Top flop regs: count (32)
Core area: 0.00488 sq mm
RSZ-0062 raised after global routing: no
Worst hold path stage count: 2
Number of flip-flops in the largest register: 32
Number of antenna violations at the first check in global routing: 0
Number of slew-limit violations in the final report: 0
Worst max-slew margin expressed relative to the limit: 48.7%
Total of max-cap violations: 0
Shortest period the worst path allows: 3.19 ns
Warning count from the yosys run: 0
Chip area: 0.00551 sq mm
Total overflow reported by the global router: 0
Post-route insts no fill: 281
Buffer depth of the longest clock path: 2
Diodes inserted: 0
Root buffer cell: clkbuf_8
Layout cell share with drive strength beyond 1: 7.48%
Data arrival time of the critical path: 3.41 ns
Measured slew at the worst slew-check pin: 0.763 ns
Placed cell count: 273
Area added between synthesis and finish: 30.6%
Overall track demand over capacity in global routing: 13.3%
Unique cell type count in the Yosys netlist: 32
Worst setup margin: 2.41 ns
Tool Warnings: 25
Die outline width: 74.2 microns
Post-synthesis cell area: 0.00156 sq mm
Worst Reg-to-Reg Cells: 4
Slowest stage cell on the critical path: or4_1
CP delay by family, top: simple AND/OR/NAND/NOR gates
Via count of the first global-routing pass: 1,230
First drt pass iteration count: 4
Setup Buffers After CTS: 0
Number of top-level pins: 35
Worst voltage drop across the vdd grid: 0.103 mV
Kind of path behind the tightest hold check: register to register
Number of levels the H-tree was split into: 2
Number of input and output port buffers inserted: 34
Buffer and inverter count on the worst path: 1
Max Clock Freq: 313 MHz
Maximum number of pins on one net before global-route repair: 36
Wire length of the first global-routing pass: 5.69 mm
Post-DP HPWL: 2.36 mm
Instance count on the critical path: 5
Iteration-0 DRC Markers: 36
Startpoint of the lowest-slack hold path: count[31]
Area reported by Yosys stat: 0.00156 sq mm
Crit path top cell by count: or4_1
CTS clock-pin slew for the worst setup and hold paths: 0.06 ns
Number of instances resized during post-cts repair: 0
Final RePlAce weighted congestion: 0.741
Gate Count Post-Synth: 180
Detail-routed net length per standard cell: 12.2 microns
Footprint of the flip-flops and latches: 641 sq um
Tcrit/Tclk final: 57.0%
Source of the worst register-to-register timing path: count[5]
Longest individual stage delay on the worst path: 0.76 ns
Layout fillers: 520
Latency at later pin: 0.28 ns
Sequential area share after synthesis: 41.0%
Comb gate area: 873 sq um
Total clock sinks: 32
Rows: 25
Die Y-Extent: 74.2 microns
Total of hold buffers inserted after clock tree synthesis: 0
Hold Violations, Final: 0
-- cells in the mapped netlist (all sizes together) --
cell | n | area share [%]
inv | 2 | 0.48
nand3 | 12 | 3.8
nor4 | 3 | 1.2
o21ai | 4 | 1.3
ha | 1 | 0.80
a21oi | 14 | 4.5
nand4 | 12 | 5.8
nor2 | 18 | 4.3
and4b | 1 | 0.64
nand2 | 11 | 2.6
nor2b | 5 | 2.0
nor3 | 3 | 0.96
or3 | 5 | 2.1
clkbuf | 6 | 1.4
or4 | 12 | 5.8
mux2 | 3 | 2.2
buf | 3 | 1.3
and4 | 4 | 2.3
xor2 | 8 | 4.5
and3 | 3 | 1.3
mux2i | 1 | 0.64
o31ai | 10 | 4.8
nand4b | 1 | 0.96
xnor2 | 6 | 3.4
dfxtp | 32 | 41
-- worst reg2reg max path: stages, from the launching register on --
cell and delay [ns]:
dfxtp_1 0.49, nand4_4 0.17, or4_1 0.79, or4_1 0.55, a21oi_1 0.15
-- report_power, final --
group          switching (W)  leakage, nW  internal (W)
Sequential        0.00000291        0.258      0.000229
Clock              0.0000787       0.0455      0.000100
Combinational     0.00000689        0.350    0.00000665
Total              0.0000885        0.653      0.000336
-- cell type report --
class / instances / share of cell area (%)
Clock buffer: 8 / 4.41
Timing Repair Buffer: 35 / 17.0
Sequential cell: 32 / 31.4
Inverter: 2 / 0.367
Tap cell: 67 / 4.10
Multi-Input combinational cell: 137 / 42.7
-- layer usage --
layer | part of all wire [%] | up-vias | track usage (%)
li1 | - | 734 | -
met1 | 48 | 665 | 19.2
met2 | 45 | 29 | 21.6
met3 | 5.0 | 5 | 2.47
met4 | 1.3 | 0 | 2.14
met5 | 0 | - | 0
-- logic make-up after synthesis --
group / after synthesis / synth area share [%]
AND/OR/NAND/NOR: 90 / 33.8
flip-flops: 32 / 41.0
AND-OR/OR-AND: 28 / 10.6
XOR/XNOR: 14 / 7.84
buffers and inverters: 11 / 3.20
multiplexers: 4 / 2.80
adder cells (fa/ha/maj): 1 / 0.800
-- per-stage QoR --
stage	utilization (%)	hold slack, ns	cell area (sq um)
floorplan	-	0.439	1560
global placement	40.0	0.482	1950
detailed placement	40.0	0.491	1950
CTS	41.9	0.501	2040
global route	41.9	0.521	2040
finish	41.9	0.496	2040
-- worst max-delay path by stage --
| stage | from | to |
|---|---|---|
| CTS | pc_en | count[29] |
| global route | pc_en | count[25] |
| finish | pc_en | count[29] |
-- layout by cell type (no fill, tap or decap), types with 8 or more instances in the layout --
| master | count |
|---|---|
| nand3_1 | 12 |
| nand2_1 | 11 |
| a21oi_1 | 14 |
| or4_1 | 11 |
| xor2_1 | 8 |
| clkdlybuf4s50_1 | 34 |
| nand4_1 | 11 |
| nor2_1 | 18 |
| o31ai_1 | 10 |
| dfxtp_1 | 32 |
Power is estimated from default activity; no workload was simulated.
